<file path="/design/flow/config.mk">
export PLATFORM = sky130hd
export DESIGN_NAME = controlUnit
export DESIGN_NICKNAME = controlUnit
export VERILOG_FILES = /design/flow/design.v
export SDC_FILE = /design/flow/constraint.sdc
export NUM_CORES = 4
export LEC_CHECK = 1
export CORE_UTILIZATION = 30
</file>
<file path="/design/flow/constraint.sdc">
current_design controlUnit

set clk_period 6.2
set clk_io_pct 0.2

create_clock -name clk0 -period $clk_period [get_ports {CLK}]

set non_clock_inputs [all_inputs -no_clocks]
set_input_delay [expr $clk_period * $clk_io_pct] -clock clk0 $non_clock_inputs
set_output_delay [expr $clk_period * $clk_io_pct] -clock clk0 [all_outputs]
</file>
<file path="/design/flow/design.v">
`timescale 1ns / 1ps
module controlUnit(
	input CLK,
	input Start,input Return,input Manage,input Confirm,	 
	input Americano,input Ratte,
	input Cup1,input Cup2,input Cup3,input Cup4,input Cup5,
	input Coin50,input Coin100,input Coin500,input Coin1000,
	input Done,input TakeOut,	 
	input Z,input Z2,input Exceed,input Ready,	 
	output Making, output Coffee,
	output DROP50, output DROP100, output DROP500, output DROP1000,
	output RST, 
	output LD_A,output LD_B,output LD_C,output LD_D,output LD_E,output LD_CNT,output LD_MEM,
	output CD_D,output CD_CNT,
	output Sel_DIV_IN,
	output [1:0] Sel_A_IN,output [1:0] Sel_ADD_IN,output [1:0] Sel_DIVISOR,
	output [1:0] Kind,output [2:0] Cups
    );
	 reg RST,Making,Coffee,DROP50,DROP100,DROP500,DROP1000,LD_A,LD_B,LD_C,LD_D,LD_E, LD_CNT,LD_MEM, CD_CNT,CD_D, Sel_DIV_IN;
	 reg [1:0] Sel_A_IN, Sel_ADD_IN, Sel_DIVISOR, Kind;
	 reg [2:0] Cups;
	 reg [5:0] ActState, NextState;
	 parameter INIT  =6'd1;
	 parameter IDLE  =6'd2;
	 parameter COIN0 =6'd3;
	 parameter COIN1 =6'd4;
	 parameter COIN2 =6'd5;
	 parameter COIN3 =6'd6;
	 parameter CHECK =6'd7;
	 parameter CALC  =6'd8;
	 parameter RET0  =6'd9;
	 parameter RET1  =6'd10;
	 parameter RET2  =6'd11;
	 parameter RET3  =6'd12;
	 parameter COFF0 =6'd13;
	 parameter COFF1 =6'd14;
	 parameter CUP0  =6'd15;
	 parameter CUP1  =6'd16;
	 parameter CUP2  =6'd17;
	 parameter CUP3  =6'd18;
	 parameter CUP4  =6'd19;
	 parameter CUP5  =6'd20;
	 parameter RET1a =6'd21;
	 parameter RET1b =6'd22;
	 parameter RET2a =6'd23;
	 parameter RET2b =6'd24;
	 parameter RET3a =6'd25;
	 parameter RET3b =6'd26;
	 parameter MAKE0 =6'd27;
	 parameter MAKE1 =6'd28;
	 parameter MAKE2 =6'd29;
	 parameter MAKE3 =6'd30;
	 parameter MANAGE0 =6'd31;
	 parameter MANAGE1 =6'd32;
	 parameter EXCEED =6'd33;
	 parameter MAKE0a =6'd34;
	 always@(ActState or Start or Americano or Ratte or Exceed or Ready or Return or 
		Manage or Confirm or Done or TakeOut or
		Coin50 or Coin100 or Coin500 or Coin1000 or 
		Cup1 or Cup2 or Cup3 or Cup4 or Cup5 or
		Z or Z2)
		begin
			case(ActState)
				INIT : NextState = IDLE;
				IDLE : begin
					if(Coin50) NextState = COIN0;
					else if(Coin100) NextState = COIN1;
					else if(Coin500) NextState = COIN2;
					else if(Coin1000) NextState = COIN3;
					else if(Americano) NextState = COFF0;
					else if(Ratte) NextState = COFF1;
					else if(Cup1) NextState = CUP0;
					else if(Cup2) NextState = CUP1;
					else if(Cup3) NextState = CUP2;
					else if(Cup4) NextState = CUP3;
					else if(Cup5) NextState = CUP4;
					else if(Return) begin
						if(Z)NextState = RET1;
						else NextState = RET0;
							end
					else if(Start&&Ready) NextState = MAKE0;
					else if(Manage) NextState = MANAGE0;
					else NextState = IDLE;
						end
				COIN0 : NextState = CHECK;
				COIN1 : NextState = CHECK;
				COIN2 : NextState = CHECK;
				COIN3 : NextState = CHECK;
				CHECK: begin
					if(Exceed) NextState = EXCEED;
					else NextState = IDLE;
						end
				EXCEED: NextState = RET1;
				RET0  : NextState = RET1;
				RET1  : NextState = RET1a;
				RET1a : begin
					if(Z) NextState = RET2;
					else NextState = RET1b;
						end
				RET1b : NextState = RET2;
				RET2  : NextState = RET2a;
				RET2a : begin
					if(Z) NextState = RET3;
					else NextState = RET2b;
						end
				RET2b : NextState = RET2a;
				RET3  : NextState = RET3a;
				RET3a : begin
					if(Z) NextState = IDLE;
					else NextState = RET3b;
						end
				RET3b : NextState = INIT;
				COFF0 : NextState = IDLE;
				COFF1 : NextState = IDLE;
				CUP0 : NextState = CALC;
				CUP1 : NextState = CALC;
				CUP2 : NextState = CALC;
				CUP3 : NextState = CALC;
				CUP4 : NextState = CALC;
				CALC : NextState = IDLE;
				MAKE0 : NextState = MAKE0a; 
				MAKE0a: NextState = MAKE1; 
				MAKE1 : begin
					if(Z2)NextState = IDLE;  
					else NextState = MAKE2;
					end
				MAKE2 : begin
					if(Done) NextState = MAKE3;
					else NextState = MAKE2;
					end
				MAKE3 : begin
					if(TakeOut) NextState = MAKE1;
					else NextState = MAKE3;
					end
				MANAGE0 : begin
					if(Confirm) NextState = MANAGE1;
					else NextState = MANAGE0;
					end
				MANAGE1 : NextState = INIT;
				default: NextState = INIT;
			endcase
		end
	 always@(ActState)
		begin
			RST = 0; Kind = 0; Cups =0;
			CD_CNT = 0; CD_D = 0;
			LD_A = 0; LD_B = 0; LD_C = 0; LD_D = 0; LD_E = 0; LD_CNT = 0; LD_MEM = 0;
			Sel_DIV_IN = 0;
			Sel_A_IN = 0; Sel_ADD_IN = 0; Sel_DIVISOR = 0;
			DROP1000 = 0; DROP500 = 0; DROP100 = 0; DROP50 = 0;
			Making = 0; Coffee = 0;
			case(ActState)
				INIT : RST=1;
				IDLE :;
				COIN0 : begin 
					LD_A = 1;
					Sel_ADD_IN = 0;
					Sel_A_IN = 0;
					end
				COIN1 : begin 
					LD_A = 1;
					Sel_ADD_IN = 1;
					Sel_A_IN = 0;
					end 
				COIN2 : begin 
					LD_A = 1;
					Sel_ADD_IN = 2;
					Sel_A_IN = 0;
					end 
				COIN3 : begin 
					LD_A = 1;
					Sel_ADD_IN = 3;
					Sel_A_IN = 0;
					end 
				CHECK : begin
					LD_B = 1;
					LD_CNT = 1;
					Sel_DIV_IN = 1;  
					Sel_DIVISOR =3;  
					end
				EXCEED: begin
					LD_A =1;
					Sel_A_IN = 2;
					end
				RET0  : begin
					DROP1000 = 1;
					end
				RET1  : begin
					Sel_DIV_IN = 0;
					Sel_DIVISOR =2;
					LD_B = 1;
					LD_CNT = 1;
					end
				RET1a : ;
				RET1b : begin
					DROP500 = 1;
					end
				RET2  : begin
					Sel_DIV_IN = 0;
					Sel_DIVISOR =1;
					LD_B = 1;
					LD_CNT = 1;
					end
				RET2a : ;		
				RET2b  : begin
					DROP100 = 1;
					CD_CNT=1;
					end
				RET3  : begin
					Sel_DIV_IN = 0;
					Sel_DIVISOR =0;
					LD_B = 1;
					LD_CNT = 1;
					end
				RET3a : ;		
				RET3b  : begin
					DROP50 = 1;
					end
				COFF0 : begin
					LD_C = 1;
					Kind = 2'b01;
					end
				COFF1 : begin
					LD_C = 1;
					Kind = 2'b10;
					end
				CUP0 : begin
					LD_D = 1;
					Cups = 1;
					end
				CUP1 : begin
					LD_D = 1;
					Cups = 2;
					end
				CUP2 : begin
					LD_D = 1;
					Cups = 3;
					end
				CUP3 : begin
					LD_D = 1;
					Cups = 4;
					end
				CUP4: begin
					LD_D = 1;
					Cups = 5;
					end
				CALC: begin
					LD_E = 1;
					end
				MAKE0: begin
					LD_A = 1;
					Sel_A_IN =3;
					end
				MAKE0a : begin
					LD_B = 1;
					LD_CNT = 1;
					Sel_DIV_IN = 1;  
					Sel_DIVISOR =3;  
					end
				MAKE1: CD_D = 1;
				MAKE2: Making = 1;
				MAKE3: Coffee = 1;
				MANAGE0: ;
				MANAGE1: LD_MEM = 1;
				default;
			endcase
		end
	 always@(posedge CLK)
		begin
			ActState <= NextState;
		end
endmodule
</file>
<file path="/design/flow/run.sh">
#!/bin/bash
# OpenROAD 26Q1-2900-gdf79404cd8, Yosys 0.63+post, stock flow scripts
make -C /OpenROAD-flow-scripts/flow DESIGN_CONFIG=/design/flow/config.mk WORK_HOME=/design/flow/orfs finish
</file>
==> Flow_metrics.wiki <==
== Run summary ==
{| class="wikitable"
! Metric !! Value
|-
| Total power density per cell area || 500 mW/mm2
|-
| Top cells by count || dfxtp_1, nor2_1, nand2_1
|-
| Number of DRC violations after detailed routing || 0
|-
| Global-route usage over all layers || 0.148
|-
| Io pins || 50
|-
| Layout fillers || 599
|-
| Overflow left after global routing || 0
|-
| Number of setup violations in the final report || 0
|-
| Logic family by area || simple AND/OR/NAND/NOR gates
|-
| Number of cells in Yosys stat || 222
|-
| Total half-perimeter wirelength after legalization and detailed placement || 3.41 mm
|-
| Origin of the critical flop-to-flop path || ActState[1]
|-
| Tally of nets with antenna violations remaining after routing || 0
|-
| Most repeated cell in the gate-level netlist after synthesis || dfxtp_1
|-
| Routability Congestion || 0.882
|-
| Unrepaired setup endpoints after global routing || false
|-
| Core region area || 0.00592 mm2
|-
| Detailed router's first-iteration violation count || 170
|-
| Total CTS buffers || 5
|-
| Unique masters post-synth || 60
|-
| Largest net degree at the start of global routing || 24
|-
| Drt total wl || 4.53 mm
|-
| Result of the run || finished clean
|-
| Tool warnings || 29
|-
| Worst R2R Setup Slack || 2.99 ns
|-
| Drt via density || 5.18
|-
| Post-Syn Instances || 222
|-
| Clk Tree Root Cell || clkbuf_8
|-
| Biggest area contributors in the synthesized netlist || dfxtp_1, ha_1, nand2b_1
|-
| IR drop worst, VDD || 0.192 mV
|-
| Via count || 1756
|-
| Worst EP arrival || 3.80 ns
|-
| Internal power || 0.000669 W
|-
| Comb gate area || 0.00106 mm2
|-
| Count of buffers added by post-CTS timing repair for setup || 0
|-
| Final Hold Fails || 0
|-
| Final total negative setup slack || 0 ns
|-
| Number of hold buffers added after cts || 0
|-
| Slew at the pin with the worst max-slew slack || 0.731 ns
|-
| Area overhead of the layout relative to synthesis || 32.9%
|-
| Final non-filler cell area || 0.00244 mm2
|-
| Average size of a mapped cell || 8.27 um2
|-
| Worst rel slew slack || 0.509
|-
| Share of total power in combinational logic || 0.572
|-
| Vertical die dimension || 80.2 um
|-
| Critical-path maximum fanout || 7
|-
| Number of warnings printed during yosys synthesis || 1
|-
| Number of iterations in the first detailed-routing pass || 7
|-
| Worst path required time || 6.35 ns
|-
| Area share of the largest cell type after synthesis || 0.349
|-
| # diodes || 0
|-
| Ratio of cells with drive above 1 in the final layout || 0.0644
|-
| Maximum root-to-sink buffer count || 2
|-
| Share of the clock period used by the worst path after layout || 0.588
|-
| First-pass GRT wire length || 7.51 mm
|-
| Min Hold Slack || 0.818 ns
|-
| Post-synthesis sequential element count || 32
|-
| Post-Synth XOR/XNOR Area || 0.0143
|-
| Cell taking the most area after synthesis || dfxtp_1
|-
| Simple-gate share of the synthesized area || 0.299
|-
| Total net switching power || 0.000551 W
|-
| Chip area || 0.00644 mm2
|-
| Clock-pin slew on the worst setup and hold paths || 0.06 ns
|-
| Hold Path Class || flop to flop
|-
| Insertion Delay late pin || 0.27 ns
|-
| Share of synthesized area occupied by flip-flops and latches || 0.349
|-
| Synth Cell Area || 0.00184 mm2
|-
| Count of maximum capacitance violations || 0
|-
| Initial antenna violation count || 0
|-
| Dominant register cell in the synthesized netlist || dfxtp_1
|-
| CP endpoint kind || flop
|-
| Vias in the first global route || 1567
|-
| Standard-cell rows || 28
|-
| Clock tree skew after final layout || 0.00338 ns
|-
| Clk pwr share || 0.137
|-
| Minimum clock period after layout || 3.65 ns
|-
| Startpoint of the lowest-slack hold path || ActState[0]
|-
| Multiplexer area fraction after synthesis || 0.00545
|-
| Synth Area in Compound Gates || 0.227
|-
| TritonCTS clock tree || done
|-
| Share of async-settable or async-resettable flops after synthesis || 0
|-
| Placed Area || 0.00234 mm2
|-
| Area of the synthesized netlist per yosys stat || 0.00184 mm2
|-
| Static Leak || 0.915 nW
|-
| Initial core utilization || 0.310
|-
| Resized Gates After CTS || 0
|-
| Sink Count || 32
|-
| Max H-tree Level || 2
|-
| Count of flip-flops with a built-in enable after synthesis || 0
|-
| # port buffers || 49
|-
| WL/cell || 13.4 um
|-
| Upper clock frequency limit || 0.274 GHz
|-
| Final Max Tran Viols || 0
|-
| FF/Latch Area || 641 um2
|-
| Seq pwr share || 0.291
|-
| Category of the critical setup timing path || primary input to flop
|-
| Width of the chip || 80.2 um
|-
| Switching share of total power || 0.452
|-
| Yosys adder share || 0.0341
|-
| Crit start category || primary input
|-
| Worst setup startpoint || Z
|}
==> flip-flops by register name (all words and copies together), names as in the netlist, 2 cells and up <==
name and flops:
ActState 6, Cups 3, Kind 2, Sel_ADD_IN 2, Sel_A_IN 2, Sel_DIVISOR 2
==> cell type report <==
cell class              count  share of cell area
well taps                  75              0.0385
clock buffers               7              0.0395
repair buffers             49               0.201
multi-input cells         162               0.437
flip-flops and latches     32               0.263
inverters                  14              0.0215
==> logic make-up (layout without fill, tap and decap cells) <==
group           count (synthesis)  after routing
fa+ha+maj                       5              5
mux                             1              1
flops                          32             32
compound gates                 58             58
buf+inv                        28             70
simple gates                   95             95
xor+xnor                        3              3
==> stage by stage <==
| stage | utilization | std cells | setup slack (ns) | total power, W |
|---|---|---|---|---|
| after CTS | 0.412 | 339 | 2.58 | 0.00122 |
| after detailed placement | 0.396 | 332 | 2.30 | 0.00105 |
| after floorplan | - | 222 | 3.07 | 0.000837 |
| after global placement | 0.396 | 332 | 2.32 | 0.00106 |
| final | 0.412 | 339 | 2.55 | 0.00122 |
| after global routing | 0.412 | 339 | 2.36 | 0.00134 |
==> worst max-delay path, cell delays in order <==
cell             delay [ns]
clkdlybuf4s50_1        0.55
nor4b_1                0.35
o31a_1                 0.15
o21ai_0                0.08
a21oi_1                0.18
o211a_1                0.30
inv_1                  0.15
ha_1                   0.24
inv_1                  0.18
mux2i_1                0.10
a32oi_1                0.18
o21ai_0                0.09
==> layout by cell type (no fill, tap or decap), types with 3 or more instances in the layout <==
| cell | synthesis | layout |
|---|---|---|
| inv_1 | 13 | 13 |
| dfxtp_1 | 32 | 32 |
| nand3_1 | 5 | 5 |
| a32oi_1 | 4 | 4 |
| nor2_1 | 16 | 16 |
| nand2_1 | 14 | 14 |
| clkbuf_8 | 0 | 7 |
| o22ai_1 | 5 | 5 |
| clkdlybuf4s50_1 | 0 | 49 |
| nand2b_1 | 10 | 10 |
| nand4_1 | 4 | 4 |
| nor3_2 | 3 | 3 |
| nor2b_1 | 3 | 3 |
| o21bai_1 | 3 | 3 |
| and2_1 | 5 | 5 |
| nor3_1 | 9 | 9 |
| a21oi_1 | 11 | 11 |
| or3_1 | 4 | 4 |
| o21ai_0 | 10 | 10 |
| ha_1 | 5 | 5 |
| nor4b_1 | 3 | 3 |
| nor4_1 | 3 | 3 |
==> routing by layer <==
layer | global-route usage | vias to the layer above | wire [um] | part of all wire
li1 | - | 895 | - | -
met1 | 0.237 | 804 | 2250 | 0.50
met2 | 0.216 | 55 | 1940 | 0.43
met3 | 0.0265 | 2 | 310 | 0.068
met4 | 0.0143 | 0 | 30 | 0.0066
met5 | 0 | - | 0 | 0
==> final timing paths <==
path	end	cells past startpoint
hold reg to reg	DROP50	1
hold / removal	DROP50	1
setup / recovery	LD_CNT	12
setup reg to reg	LD_CNT	10
==> power by group through the flow <==
stage	clock [W]	sequential, W	combinational (W)
final	0.000167	0.000355	0.000698
after global routing	0.000184	0.000367	0.000787
after CTS	0.000172	0.000352	0.000695
Power figures rest on the tool's default switching activity, not on a simulated workload.
