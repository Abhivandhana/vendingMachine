==> ./config.mk <==
export PLATFORM = sky130hd
export DESIGN_NAME = dataPath
export DESIGN_NICKNAME = dataPath
export VERILOG_FILES = /design/flow/design.v
export SDC_FILE = /design/flow/constraint.sdc
export NUM_CORES = 4
export LEC_CHECK = 1
export CORE_UTILIZATION = 30
==> ./constraint.sdc <==
current_design dataPath

set clk_period 7.1
set clk_io_pct 0.2

create_clock -name clk0 -period $clk_period [get_ports {CLK}]

set non_clock_inputs [all_inputs -no_clocks]
set_input_delay [expr $clk_period * $clk_io_pct] -clock clk0 $non_clock_inputs
set_output_delay [expr $clk_period * $clk_io_pct] -clock clk0 [all_outputs]
==> ./design.v <==
`timescale 1ns / 1ps
module dataPath(
	 input CLK,input RST,
	 input LD_A,input LD_B,input LD_C,input LD_D,input LD_E, input LD_CNT, input LD_MEM,
	 input CD_D,input CD_CNT,
	 input Sel_DIV_IN,
	 input [1:0] Sel_A_IN,input [1:0] Sel_ADD_IN,input [1:0] Sel_DIVISOR,
	 input [1:0] Kind,input [2:0] Cups,
	 input [6:0] americano_price,input [6:0] ratte_price,
	 output Z,
	 output Z2,
	 output exceed,
	 output ready,
	 output [6:0] A
	 );
	 reg enough;
	 reg [1:0] C;
	 reg [2:0] D;
	 reg [6:0] A,B,E,CNT,ADD_IN,divisor,cost,sum,quotient,remainder,remain_money;
	 reg [6:0] A_IN,MEM[1:0];
	 wire [6:0]  DIV_IN;
	 always@(Sel_ADD_IN)
		case(Sel_ADD_IN)
			2'b00: ADD_IN = 1;
			2'b01: ADD_IN = 2;
			2'b10: ADD_IN = 10;
			2'b11: ADD_IN = 20;
			default:ADD_IN = 1;
		endcase
	 always@(ADD_IN or A)
		begin
			sum = ADD_IN+A;
		end
	 always@(Sel_A_IN or sum or remain_money)
		case(Sel_A_IN)
			2'b00: A_IN = sum;
			2'b01: A_IN = sum;
			2'b10: A_IN = 20;
			2'b11: A_IN = remain_money;
			default: A_IN = sum;
		endcase
	 always@(posedge CLK)
		begin
			if(RST) A <= 0;
			else if(LD_A) A <= A_IN;
		end
	 assign DIV_IN = Sel_DIV_IN ? A : B;
	 always@(Sel_DIVISOR)
		case(Sel_DIVISOR)
			2'b00: divisor = 1;
			2'b01: divisor = 2;
			2'b10: divisor = 10;
			2'b11: divisor = 20;
			default: divisor = 1;
		endcase
	 always@(DIV_IN or divisor)
		begin
			remainder = DIV_IN%divisor;
			quotient = DIV_IN/divisor;
		end
	 assign exceed = A>20;	
	 always@(posedge CLK)
		begin
			if(RST) B <= 0;
			else if(LD_B) B <= remainder;
		end
	 always@(posedge CLK)
		begin
			if(LD_CNT)CNT <= quotient;
			else if(CD_CNT) CNT <= CNT-1;
		end
	 assign Z = (CNT==0);
	 always@(posedge CLK)
		begin
			if(RST) C <= 0;
			else if(LD_C) C<= Kind;
		end
	 always@(posedge CLK)
		begin
			if(RST) D <= 0;
			else if(LD_D) D<= Cups;
			else if(CD_D) D<= D-1;
		end
	 assign Z2 = (D==0);
	 always@(posedge CLK)
		begin
			if(RST) E <= 0;
			else if(LD_E) E<= cost;
		end
	 always@(C or D)
		begin
			if(C==2'b01) cost = MEM[0]*D;
			else if(C==2'b10)cost = MEM[1]*D;
			else cost = 0;
		end
	 always@(A or E)
		begin
			enough = A>=E;
			remain_money = A-E;
		end
	 assign ready = enough&&(C>0)&&(D>0);
	 always@(posedge CLK)
		begin
			if(LD_MEM)
				begin
					MEM[0]<=americano_price;
				end
		end
endmodule
==> ./run.sh <==
#!/bin/bash
# OpenROAD 26Q1-2900-gdf79404cd8, Yosys 0.63+post, stock flow scripts
make -C /OpenROAD-flow-scripts/flow DESIGN_CONFIG=/design/flow/config.mk WORK_HOME=/design/flow/orfs finish
==> results.yml <==
# implementation run metrics
outcome:
  status: "finished with violations"
  violations: "setup timing"
clocking:
  cts_buffers: 5
  cts.sinks: 40
  clockBufferDepth: 2
  cts.clk_slew.worst_paths_ns: 0.06
  htreeDepth: 2
  insertion_delay_ns: 0.28
  cts_tree: "done"
  cts_root_buffer: "clkbuf_16"
  hold_buffers: 0
synthesis:
  syn_area_per_cell_um2: 8.43
  yosysWarnings: 9
  edf_count: 14
  aoi_share_pct: 22.3
  synthArstFlopShare_pct: 0
  ys_area_um2: 4150
  ys_seq_share_pct: 22.7
  ys.flop_type: "dfxtp_1"
  ys_types: 69
  topCombFamilyByArea: "AND-OR/OR-AND gates"
  yosys.area_share.adder_pct: 19.5
  synth-seq-cells: 40
  yosys.area_share.xor_xnor_pct: 6.55
  synthesis.area_um2: 4150
  ys_cells: 492
  synthesis.instances: 492
  ys_sh_mux_pct: 5.88
  yosys.area_share.simple_pct: 17.5
floorplan:
  core-area_um2: 13300
  die_h_um: 120
  row_count: 42
  dieArea_um2: 14300
  initCoreUtil_pct: 31.1
  boundaryPins: 48
  die_w_um: 120
setup_path:
  arrival_ns: 9.20
  path_depth: 43
  path_common_cell: "ha_4"
  startpoint_type: "input port"
  reg2reg_from: "A[0]$_SDFFE_PP0P_"
  slowest_delay_ns: 0.36
  worstPathMaxFanout: 7
  crit_path_start: "Sel_DIVISOR[1]"
  crit_type: "in -> reg"
  worstPathRequired_ns: 7.11
  critPathBufInv: 3
  cpLargestDelayFamily: "AND-OR/OR-AND gates"
  rr_endpoint: "CNT[0]$_DFFE_PP_"
  crit_end: "CNT[0]$_DFFE_PP_"
  reg2regPathDepth: 42
  critPathSlowestCell: "mux2_4"
  critPathCaptureType: "register"
  ff2ff_setup_slack_ns: -1.21
final_timing:
  fin_crit_sh_pct: 129
  max_freq_ghz: 0.109
  fin_setup_tns_ns: -17.04
  slew_viol_final: 0
  fin_crit_ns: 9.19
  tightest_slew_ns: 0.493
  skew_ns: 0.00380
  rsz0062_at_grt: "yes"
  worst_slack_ns: -2.09
  relSlewSlack_pct: 67.0
  timing_hold_violations_final: 0
  setup-violations-final: 9
route:
  drt_iter0_drc: 180
  ant_nets: 0
  via_per_inst: 4.80
  vias: 3952
  wl_per_cell_um: 13.3
  drc: 0
  wl_um: 11000
  diodes: 0
  first_pass_iters: 4
placed_design:
  numPortBuffers: 40
  gp_congestion: 0.907
  placed_area_um2: 5600
  dp_slack_ns: -2.98
  place_hpwl_um: 8640
layout:
  final_area_um2: 6150
  area.growth.synth_to_final_pct: 48.2
  num-fill-cells: 1243
  drive_above_1_share_pct: 30.8
global_routing:
  antenna_found_initial: 0
  grt_first_pass_wirelength_um: 18500
  grt_pass1_vias: 3848
  grt_max_degree: 30
  gr-total-overflow: 0
  grt_usage_pct: 16.1
run:
  warning_count: 43
  drv_cap: 0
worst_hold_path:
  hp-class: "reg -> reg"
## worst min-delay path by stage
stage,start,endpoint,cells after the start
4_1_cts,B[6]$_SDFFE_PP0P_,B[6]$_SDFFE_PP0P_,2
6_report,B[6]$_SDFFE_PP0P_,B[6]$_SDFFE_PP0P_,2
5_1_grt,E[0]$_SDFFE_PP0P_,E[0]$_SDFFE_PP0P_,2
## layer usage
metal / global-route usage, % / vias to the layer above / part of all wire, %
li1: - / 2072 / -
met1: 24.9 / 1802 / 50
met2: 26.2 / 74 / 46
met3: 1.02 / 4 / 3.7
met4: 1.33 / 0 / 0.35
met5: 0 / - / 0
## layout make-up
class	count	area (µm²)	share of cell area, %
clock buffers	6	129	2.10
clock inverters	2	11.3	0.183
inverters	48	183	2.97
multi-input cells	393	3360	54.7
flip-flops and latches	40	941	15.3
well taps	176	220	3.58
repair buffers	158	1300	21.2
## worst reg2reg max path, delay by kind of cell, from the launching register on
family,cells,cell delay (ns)
xor gates and xnor gates,1,0.11
muxes,3,0.71
buffers and inverters,1,0.06
DFF,1,0.30
AOI/OAI and AO/OA,20,3.47
and+or+nand+nor,11,1.92
adders and majority gates,6,1.47
## Yosys cell counts, types with 3 or more instances
cell type  instances  area (µm²)
nand2b_1           5        31.3
and2_1             6        37.5
edfxtp_1          14         420
o32ai_1            3        26.3
nand2_1           42         158
a21oi_1           29         145
a211oi_1           6        45.0
a22oi_1           11        82.6
o21ai_0           21         105
mux2i_1           14         140
nor3_1             8        40.0
nand3_1            5        25.0
inv_1             47         176
or3_1              6        37.5
xor2_1            17         149
xnor2_1           14         123
nor2_1            51         191
nand3b_1           3        22.5
nor2b_1            9        56.3
mux2_2             4        45.0
clkbuf_1           6        22.5
or2_2              3        18.8
ha_1              52         651
fa_1               8         160
a21o_1            13        97.6
mux2_4             3        45.0
dfxtp_1           26         521
o21a_1             8        60.1
## per-stage QoR
step                instances  util, %  hold WS, ns
CTS                       816     44.9        0.510
detailed placement        789     42.0        0.503
global placement          789     42.0        0.496
global route              823     46.1        0.538
finish                    823     46.1        0.499
floorplan                 492        -        0.454
## cell usage in the layout, fill, tap and decap left out, types with 17 or more instances in the layout
master / count
buf_4: 117
nor2_1: 49
ha_1: 42
nand2_1: 41
inv_1: 43
xor2_1: 17
a21oi_1: 21
dfxtp_1: 26
clkdlybuf4s50_1: 37
## state kept, by name, summed over array words and instances, names as in the netlist
register	flops
B	7
A	7
CNT	7
D	3
E	7
C	2
MEM	7
## what timing repair did
item	CTS	global route
setup buffers	20	10
resized	40	21
endpoints found under the setup margin	9	9
pin swaps	37	12
## cells by family (layout without fill, tap and decap cells)
| kind of cell | count (synthesis) | in the layout |
|---|---|---|
| flip-flops | 40 | 40 |
| AND/OR/NAND/NOR | 152 | 152 |
| XOR/XNOR | 31 | 31 |
| buffers and inverters | 59 | 214 |
| multiplexers | 22 | 22 |
| adder cells (fa/ha/maj) | 60 | 60 |
| AND-OR/OR-AND | 128 | 128 |
